File: flow/config.mk
export PLATFORM = sky130hd
export DESIGN_NAME = UART_deco
export DESIGN_NICKNAME = UART_deco
export VERILOG_FILES = /design/flow/design.v
export SDC_FILE = /design/flow/constraint.sdc
export NUM_CORES = 4
export LEC_CHECK = 1
export CORE_UTILIZATION = 30
File: flow/constraint.sdc
current_design UART_deco

set clk_period 2.3
set clk_io_pct 0.2

create_clock -name clk0 -period $clk_period [get_ports {clk}]

set non_clock_inputs [all_inputs -no_clocks]
set_input_delay [expr $clk_period * $clk_io_pct] -clock clk0 $non_clock_inputs
set_output_delay [expr $clk_period * $clk_io_pct] -clock clk0 [all_outputs]
File: flow/design.v
module UART(
input clk,
input rx,
output reg[7:0] out,
output reg data_ready,
output reg led_debug=0,
output reg led_debug2=1
);
parameter CLKBIT = 12000000/115200;  
reg [10:0] clkcnt;
reg[7:0] data;
reg[3:0] idx = 0;
localparam IDLE = 2'b00;
localparam START = 2'b01;
localparam STOP = 2'b10;
localparam DATA = 2'b11;
reg[1:0] STATE=IDLE;
always@(posedge clk)begin
    case(STATE)
        IDLE: begin
            data_ready <=0;
            clkcnt <= 0;
            led_debug2 <= 1;  
            if(rx == 0)
                STATE <= START;
        end
        START: begin
            led_debug2 <= 0;  
            if (clkcnt == CLKBIT/2) begin  
                clkcnt <= 0;
                if (rx == 0)begin
                    idx <= 0;        
                    STATE <= DATA;
                    end
                else
                    STATE <= IDLE;  
            end else
                clkcnt <= clkcnt + 1;
        end
        DATA: begin
            if(clkcnt == CLKBIT) begin
                clkcnt <= 0;
                data[idx] <= rx;
                if(idx == 7)
                    STATE<=STOP;
                else
                    idx <= idx + 1;
            end else
                clkcnt <= clkcnt + 1;
        end
        STOP: begin
            if (clkcnt == CLKBIT) begin
                clkcnt <= 0;
                    out <= data;      
                    data_ready <= 1;
                STATE <= IDLE;
            end else
                clkcnt <= clkcnt + 1;
        end
    endcase
end
endmodule
module UART_deco(
    input rx,
    input clk,
    output reg[2:0] motor,
    output reg[7:0] angle
);
    wire data_ready;
    wire [7:0] data_out;
    reg[1:0] STATE;
    localparam IDLE_M = 2'b00;
    localparam MOTOR = 2'b01;
    localparam IDLE_A = 2'b10;
    localparam ANGLE = 2'b11;
    wire led;
    UART uart_inst(
        .clk(clk),
        .rx(rx),
        .out(data_out),
        .data_ready(data_ready),
        .led_debug(led),
        .led_debug2()
    );
    always@(posedge clk) begin
        case(STATE)
            IDLE_M: begin
                if(data_ready == 0) begin
                    STATE <= MOTOR;
                end
            end
            MOTOR: begin
                if(data_ready) begin
                    motor <= data_out[2:0];
                    STATE <= IDLE_A;
                end
            end
            IDLE_A: begin
                if(data_ready == 0) begin
                    STATE <= ANGLE;
                end
            end
            ANGLE: begin
                if(data_ready) begin
                    angle <= data_out;
                    STATE <= IDLE_M;
                end
            end
        endcase
    end
endmodule
File: flow/run.sh
#!/bin/bash
# OpenROAD 26Q1-2900-gdf79404cd8, Yosys 0.63+post, stock flow scripts
make -C /OpenROAD-flow-scripts/flow DESIGN_CONFIG=/design/flow/config.mk WORK_HOME=/design/flow/orfs finish
==> impl_metrics.csv <==
group,metric,value,unit
sta,setup-tns-final,0,ps
die,die_w,86.2,um
sta,min_period,1850,ps
detailed_routing,m1WireLength,1530,um
worst_setup_path,cp-end-kind,"flip-flop",
grt,grt_usage,9.45,%
synth,yosysTopAreaCellShare,48.0,%
detailed_routing,dr.pass1.iters,4,
synth,ys.flops,49,
synth,aoi_share,9.42,%
sta,fmaxAchievable,0.540,GHz
detailed_routing,wirelength,3020,um
synth,synth_chip_area,2130,sq um
pwr,finalPower,1.66,mW
grt,grt_max_degree,16,
detailed_routing,antenna_left,0,
clocking,post-cts-setup-buffer-count,0,
grt,grt_pass1_vias,1196,
clocking,ctsResizeCount,0,
synth,syn_inst,172,
grt,grt_overflow_total,0,
synth,synth.avg_cell_area,12.4,sq um
die,initial_core_util,31.1,%
clocking,clk_pin_slew,90,ps
sta,hold_viol,0,
detailed_routing,vias_per_cell,4.35,
clocking,clock_latency,290,ps
placed_design,post-place-cells,280,
cells_and_area,stdcell_count,288,
cells_and_area,mostFrequentLayoutCell,"edfxtp_1",
placed_design,io_buffers,12,
cells_and_area,layout.cells.most_common_list,"34 x edfxtp_1, 22 x nor2_1, 15 x dfxtp_1",
grt,grt_first_pass_wirelength,5430,um
worst_setup_path,crit_start,"uart_inst.idx[1]",
synth,synth_xor_xnor_area_share,4.53,%
synth,largest_area_cell,"edfxtp_1",
detailed_routing,dr_wl_met2,1310,um
pwr,vdd_drop_max,217,uV
clocking,hold_buffers,0,
outcome,status,"completed",
placed_design,dpl.hpwl,2090,um
sta,slew_violations,0,
worst_setup_path,r2r_slack,450,ps
worst_setup_path,cpMaxStageDelayCell,"edfxtp_1",
detailed_routing,drc_errors,0,
cells_and_area,drive_gt1_share,10.4,%
detailed_routing,vias,1253,
clocking,cts_buffer_depth,2,
worst_setup_path,required,2350,ps
synth,ff_type,"edfxtp_1",
die,io_pins,13,
detailed_routing,antenna_cells_inserted,0,
clocking,cts_buffers,5,
pwr,leakage,0.899,nW
cells_and_area,syn2layout_area_growth,17.7,%
worst_setup_path,arrival,1910,ps
job,warnings,30,
synth,yosys-top-cells-area,"edfxtp_1 48%, dfxtp_1 14%, ha_1 4.1%",
synth,mux_share,1.24,%
pwr,power_density,665,nW/um^2
worst_setup_path,critPathKind,"flip-flop to flip-flop",
sta,fin_skew,5.00,ps
synth,ys.warnings.count,2,
worst_setup_path,reg2reg_from,"uart_inst.idx[1]",
worst_setup_path,slowest_delay,400,ps
sta,worst_pin_slew,368,ps
synth,netlist_area,2130,sq um
synth,async_flop_share,0,%
sta,finalClockPeriodUsage,80.6,%
min_path,hp-class,"flip-flop to flip-flop",
synth,edf_count,34,
die,placementRows,30,
clocking,cts_tree,"yes",
detailed_routing,wl_per_cell,10.5,um
synth,yosys.area_share.simple,14.9,%
sta,max-slew-margin-rel,75.4,%
synth,synth_seq_share,62.2,%
synth,synthAdderAreaFrac,4.12,%
sta,rsz0062_at_grt,"no",
grt,antenna_found_initial,0,
clocking,cts_root_buf,"clkbuf_8",
detailed_routing,drtIter0Drc,88,
clocking,cts.sinks,49,
placed_design,gp_congestion,0.773,
worst_setup_path,path_cells,"inv_1 > ha_1 > or3_1 > nor3_1 > mux2_1",
job,max-cap-violations,0,
synth,top_logic_kind,"simple AND/OR/NAND/NOR gates",
worst_setup_path,start_kind,"flip-flop",
worst_setup_path,r2r_cells,5,
worst_setup_path,path_max_fanout,2,
die,core-area,6830,sq um
detailed_routing,wl_met3,113,um
sta,setup-violations-final,0,
detailed_routing,top_layer,"met4",
synth,ys_cells,172,
clocking,htree_levels,2,
worst_setup_path,r2r-end,"uart_inst.data[0]",
die,die_area,7430,sq um
worst_setup_path,endpoint,"uart_inst.data[0]",
die,die_y,86.2,um
synth,ys_types,41,
==> stage by stage <==
stage               worst slack [ps]  area (sq um)  hold WS, ps  utilization [%]
floorplan                        256          2130          400                -
global placement                 443          2370          401             34.7
detailed placement               408          2370          405             34.7
CTS                              435          2500          425             36.6
global route                     321          2500          438             36.6
finish                           447          2500          426             36.6
==> how the worst min path moves through the flow <==
stage | start | endpoint | slack [ps] | depth (start not counted)
finish | uart_inst.out[6] | angle[6] | 430 | 0
global route | uart_inst.out[7] | angle[7] | 440 | 0
CTS | uart_inst.out[6] | angle[6] | 420 | 0
==> critical path, delay by kind of cell (launching register included) <==
family        cells  cell delay [ps]
simple gates      2              540
buf+inv           1              100
flops             1              400
fa+ha+maj         1              240
mux               1              330
==> per-layer routing <==
metal	GRT usage, %	vias to the layer above
met2	14.3	24
met4	1.67	0
met3	2.51	5
met1	14.6	573
met5	0	-
li1	-	651
==> cells in the mapped netlist (2+ instances only) <==
cell	n
a21oi_1	4
xnor2_1	2
o21a_1	3
ha_1	7
nand3_1	6
o31ai_1	2
xor2_1	9
inv_1	11
nor3_1	2
o21ai_0	10
dfxtp_1	15
nand4_1	4
buf_6	2
and3_1	7
nor2_1	22
edfxtp_1	34
and2_1	3
nand2_1	5
clkbuf_1	2
==> power by group <==
part,leakage [nW],switching (mW),internal [mW]
clock,0.0681,0.270,0.432
sequential,0.430,0.00908,0.935
combinational,0.401,0.00893,0.00845
total,0.899,0.289,1.38
==> state kept, by name, indices dropped and copies added (netlist names) <==
name and flops:
STATE 4, uart_inst.STATE 2, uart_inst.data_ready 1, uart_inst.data 8, uart_inst.out 8, uart_inst.clkcnt 11, uart_inst.idx 4, angle 8
motor 3
==> cells by family after synthesis <==
kind of cell,count (synthesis)
buffers and inverters,16
xor gates and xnor gates,11
muxes,2
adders and majority gates,7
and+or+nand+nor,59
AOI/OAI and AO/OA,28
DFF,49
==> layout make-up <==
class,count,area [sq um]
clock buffers,5,68.8
fillers,680,4330
multi-input cells,107,728
flip-flops and latches,49,1320
well taps,96,120
clock inverters,3,65.1
inverters,11,41.3
repair buffers,17,158
Power is estimated from default activity; no workload was simulated.
