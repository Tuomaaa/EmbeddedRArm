--- ./design.v ---
module AngleSweep(
    input clk,
    input reset,
    output reg [7:0] angle,
    output reg direction       
);
    parameter SPEED_DIV = 120000;   
    reg [19:0] speed_cnt;
    always @(posedge clk or posedge reset) begin
        if (reset) begin
            angle <= 8'd0;
            direction <= 1'b0;
            speed_cnt <= 0;
        end
        else begin
            if (speed_cnt == SPEED_DIV - 1) begin
                speed_cnt <= 0;
                if (direction == 1'b0) begin
                    if (angle == 8'd180) begin
                        direction <= 1'b1;
                        angle <= 8'd179;
                    end
                    else begin
                        angle <= angle + 1;
                    end
                end
                else begin
                    if (angle == 8'd0) begin
                        direction <= 1'b0;
                        angle <= 8'd1;
                    end
                    else begin
                        angle <= angle - 1;
                    end
                end
            end
            else begin
                speed_cnt <= speed_cnt + 1;
            end
        end
    end
endmodule
--- ./run.sh ---
#!/bin/bash
# OpenROAD 26Q1-2900-gdf79404cd8, Yosys 0.63+post, stock flow scripts
make -C /OpenROAD-flow-scripts/flow DESIGN_CONFIG=/design/flow/config.mk WORK_HOME=/design/flow/orfs finish
--- ./config.mk ---
export PLATFORM = sky130hd
export DESIGN_NAME = AngleSweep
export DESIGN_NICKNAME = AngleSweep
export VERILOG_FILES = /design/flow/design.v
export SDC_FILE = /design/flow/constraint.sdc
export NUM_CORES = 4
export LEC_CHECK = 1
export CORE_UTILIZATION = 40
--- ./constraint.sdc ---
current_design AngleSweep

set clk_period 7.1
set clk_io_pct 0.2

create_clock -name clk0 -period $clk_period [get_ports {clk}]

set non_clock_inputs [all_inputs -no_clocks]
set_input_delay [expr $clk_period * $clk_io_pct] -clock clk0 $non_clock_inputs
set_output_delay [expr $clk_period * $clk_io_pct] -clock clk0 [all_outputs]
==> report_table.html <==
<h3>Flow metrics</h3>
<table>
<tr><th>Metric</th><th>Value</th></tr>
<tr><th colspan="2">Clocking</th></tr>
<tr><td># clock sinks</td><td>29</td></tr>
<tr><td>Clock-pin transition on the worst setup and hold timing paths</td><td>0.06 ns</td></tr>
<tr><td>Maximum level of the CTS H-tree</td><td>2</td></tr>
<tr><td>Clock Tree Buf Depth</td><td>2</td></tr>
<tr><td>Number of hold buffers added after CTS</td><td>0</td></tr>
<tr><td>CTS Buf Count</td><td>5</td></tr>
<tr><td>Source-to-sink clock delay at the later pin of the worst-skew pair</td><td>0.29 ns</td></tr>
<tr><td>Post-CTS repair timing setup buffer count</td><td>0</td></tr>
<tr><td>CTS Root Buffer Type</td><td>clkbuf_8</td></tr>
<tr><td>Resize count post-CTS</td><td>0</td></tr>
<tr><td>CTS tree</td><td>done</td></tr>
<tr><th colspan="2">Synth</th></tr>
<tr><td>Dominant cell area share</td><td>0.442</td></tr>
<tr><td>Most common cell in the netlist</td><td>dfrtp_1</td></tr>
<tr><td>Dominant cells by area after synthesis</td><td>dfrtp_1 (44%), nor2_1 (5.5%), xor2_1 (5.3%)</td></tr>
<tr><td>Mean instance size in the synthesized netlist</td><td>9.27 µm²</td></tr>
<tr><td>Registers, synthesis</td><td>29</td></tr>
<tr><td>Mapped Cells</td><td>177</td></tr>
<tr><td>Yosys synthesis chip area</td><td>1640 µm²</td></tr>
<tr><td>Number of cell instances after yosys synthesis</td><td>177</td></tr>
<tr><td>Cell type contributing the most total cell area after synthesis</td><td>dfrtp_1</td></tr>
<tr><td>Total standard cell area after synthesis</td><td>1640 µm²</td></tr>
<tr><td>Primary FF master, synth</td><td>dfrtp_1</td></tr>
<tr><td>Yosys warning count</td><td>1</td></tr>
<tr><td>Number of enable-type register cells in the synthesized netlist</td><td>0</td></tr>
<tr><td>Sequential cell area fraction in the yosys report</td><td>0.442</td></tr>
<tr><td>Number of unique standard cell types used by synthesis</td><td>37</td></tr>
<tr><td>Proportion of register bits with asynchronous set or reset after synthesis</td><td>1.00</td></tr>
<tr><td>Synth top cells by count</td><td>dfrtp_1 (29), nor2_1 (24), nand2_1 (11), nand3_1 (11)</td></tr>
<tr><th colspan="2">Final timing</th></tr>
<tr><td>Setup repair after global routing missed its margin</td><td>false</td></tr>
<tr><td>Max Clk Rate</td><td>358 MHz</td></tr>
<tr><td>Final-report setup violation count</td><td>0</td></tr>
<tr><td>Share of the clock period used by the worst path after layout</td><td>0.393</td></tr>
<tr><td>Number of pins with negative max-slew slack in the final report</td><td>0</td></tr>
<tr><td>Max transition margin</td><td>0.518</td></tr>
<tr><td>Fin. Hold Viols</td><td>0</td></tr>
<tr><td>Smallest setup slack after layout</td><td>4.31 ns</td></tr>
<tr><td>Setup_tns</td><td>0 ns</td></tr>
<tr><td>Min Clock Period, post-route</td><td>2.79 ns</td></tr>
<tr><td>Worst Max-Slew Pin Slew</td><td>0.723 ns</td></tr>
<tr><td>Post-Route Skew</td><td>0.00630 ns</td></tr>
<tr><th colspan="2">Global routing</th></tr>
<tr><td>GR peak layer</td><td>met1</td></tr>
<tr><td>GRT Resource Usage Total</td><td>0.180</td></tr>
<tr><td>First-pass GRT wire length</td><td>5850 µm</td></tr>
<tr><td>Met1 global-route usage</td><td>0.293</td></tr>
<tr><td>Vias in the first global route</td><td>1200</td></tr>
<tr><td>Number of antenna violations at the first check in global routing</td><td>0</td></tr>
<tr><td>Global routing usage on met3</td><td>0.0455</td></tr>
<tr><td>Remaining global-route overflow</td><td>0</td></tr>
<tr><td>Met2 track utilization from global routing</td><td>0.253</td></tr>
<tr><td>Maximum number of pins on one net before global-route repair</td><td>30</td></tr>
<tr><th colspan="2">Min path</th></tr>
<tr><td>Depth of the worst hold-timing path</td><td>1</td></tr>
<tr><td>Worst min-delay path category</td><td>flip-flop to flip-flop</td></tr>
<tr><th colspan="2">Drt</th></tr>
<tr><td>DRC violation total after the first TritonRoute iteration</td><td>96</td></tr>
<tr><td>DRC violations left</td><td>0</td></tr>
<tr><td>Number of antenna diodes</td><td>0</td></tr>
<tr><td>Vias after detailed routing</td><td>1324</td></tr>
<tr><td>Average wire per standard cell</td><td>14.4 µm</td></tr>
<tr><td>Detailed Route WL</td><td>3400 µm</td></tr>
<tr><td>Post-detailed-route via-to-cell ratio</td><td>5.61</td></tr>
<tr><td>Number of detailed-route iterations in the first pass</td><td>4</td></tr>
<tr><td>Number of nets with antenna violations after detailed routing</td><td>0</td></tr>
<tr><th colspan="2">Worst setup path</th></tr>
<tr><td>Slowest-stage cell, CP</td><td>dfrtp_1</td></tr>
<tr><td>Critical path endpoint</td><td>angle[2]</td></tr>
<tr><td>Register-to-Register Path Depth</td><td>5</td></tr>
<tr><td>Buffering stage count on the worst path with inverters included</td><td>1</td></tr>
<tr><td>Crit path launch type</td><td>flip-flop</td></tr>
<tr><td>Arrival time reported for the critical path endpoint</td><td>1.37 ns</td></tr>
<tr><td>Critical Path Sink Type</td><td>output pin</td></tr>
<tr><td>Crit-path max cell delay</td><td>0.56 ns</td></tr>
<tr><td>Largest fanout on the critical path</td><td>12</td></tr>
<tr><td>CP Data Required Time</td><td>5.68 ns</td></tr>
<tr><td>Launch point of the critical path</td><td>angle[2]</td></tr>
<tr><td>Category of the critical setup timing path</td><td>flip-flop to output pin</td></tr>
<tr><td>Critical Path Stages</td><td>1</td></tr>
<tr><td>Cell family with the largest share of critical-path delay</td><td>flip-flops</td></tr>
<tr><td>Sequence of cells on the critical path</td><td>clkdlybuf4s50_1</td></tr>
<tr><td>Startpoint of the worst register-to-register path</td><td>speed_cnt[8]</td></tr>
<tr><td>Worst reg2reg endpoint</td><td>angle[1]</td></tr>
<tr><td>Setup slack, reg-to-reg</td><td>4.65 ns</td></tr>
<tr><th colspan="2">Die</th></tr>
<tr><td>Die Y-Extent</td><td>66.1 µm</td></tr>
<tr><td>Full die area</td><td>4360 µm²</td></tr>
<tr><td>Number of cell rows</td><td>22</td></tr>
<tr><td>Std-Cell Core Area</td><td>3800 µm²</td></tr>
<tr><td>Total I/O pin count</td><td>11</td></tr>
<tr><td>Chip width</td><td>66.1 µm</td></tr>
<tr><td>Pre-Place Util</td><td>0.432</td></tr>
<tr><th colspan="2">Place</th></tr>
<tr><td>Count of buffers from port buffering</td><td>10</td></tr>
<tr><td>Placed cell areas</td><td>1760 µm²</td></tr>
<tr><td>Placement-stage worst setup slack</td><td>4.62 ns</td></tr>
<tr><td>HPWL after detailed placement</td><td>2290 µm</td></tr>
<tr><td>Final RePlAce weighted congestion</td><td>0.958</td></tr>
<tr><th colspan="2">Job</th></tr>
<tr><td>Number of max-capacitance violations reported</td><td>0</td></tr>
<tr><td>Number of warnings the tools reported</td><td>27</td></tr>
<tr><th colspan="2">Power</th></tr>
<tr><td>Highest ir drop seen on vdd</td><td>0.0962 mV</td></tr>
<tr><td>Leakage Power</td><td>0.799 nW</td></tr>
<tr><td>P per Cell Area</td><td>185 nW/µm²</td></tr>
<tr><th colspan="2">Layout</th></tr>
<tr><td>Fraction of final layout cells with drive strength greater than 1</td><td>0.0638</td></tr>
<tr><td>Final instance area</td><td>1880 µm²</td></tr>
<tr><td>Area added between synthesis and finish</td><td>14.4%</td></tr>
<tr><td>Count of fill cells added during filler insertion</td><td>355</td></tr>
<tr><th colspan="2">Status</th></tr>
<tr><td>Result of the run</td><td>completed</td></tr>
</table>
[sequential cells by signal, summed over array words and instances, names as in the netlist]
| name | cells |
|---|---|
| angle | 8 |
| speed_cnt | 20 |
| direction | 1 |
[how the worst min path moves through the flow]
stage | slack [ns] | from | to
finish | 0.48 | speed_cnt[19] | speed_cnt[19]
global route | 0.51 | speed_cnt[19] | speed_cnt[19]
CTS | 0.48 | speed_cnt[19] | speed_cnt[19]
[metrics by stage]
| step | utilization | hold slack (ns) | cells | power, W |
|---|---|---|---|---|
| 3_3_place_gp | 0.464 | 0.469 | 228 | 0.000173 |
| 2_1_floorplan | - | 0.438 | 177 | 0.000171 |
| 3_5_place_dp | 0.464 | 0.467 | 228 | 0.000173 |
| 4_1_cts | 0.494 | 0.481 | 236 | 0.000352 |
| 5_1_grt | 0.494 | 0.506 | 236 | 0.000360 |
| 6_report | 0.494 | 0.480 | 236 | 0.000347 |
[layout make-up]
type	instances	area, µm²	area share
timing repair buffer	11	108	0.0573
tap	48	60.1	0.0320
multi-input combinational	134	846	0.450
clock inverter	1	30.0	0.0160
sequential	29	726	0.386
inverter	6	22.5	0.0120
clock buffer	7	86.3	0.0460
[cell usage in the layout, fill, tap and decap left out, drive strengths merged, types with 7 or more instances in the layout]
cell type | netlist | final
dfrtp | 29 | 29
nor2 | 24 | 24
nand3 | 11 | 11
nand2 | 11 | 11
xor2 | 10 | 10
o21ai | 10 | 10
clkdlybuf4s50 | 0 | 10
xnor2 | 8 | 8
a21oi | 8 | 8
clkbuf | 4 | 7
[metal layers]
layer,up-vias,routed length [µm]
met2,44,1420
met3,6,210
li1,655,-
met1,619,1720
met5,-,0
met4,0,44
[worst reg2reg max path: cells and delay by family (launching register included)]
kind | cells | cell delay (ns)
AND-OR/OR-AND | 2 | 0.40
flip-flops | 1 | 0.44
AND/OR/NAND/NOR | 3 | 1.50
[power by group]
part	internal [W]	switching, W	leakage, nW	total (W)
clock	0.000114	0.0000637	0.0585	0.000178
sequential	0.000165	0	0.396	0.000165
combinational	0.000000880	0.00000317	0.345	0.00000405
total	0.000280	0.0000668	0.799	0.000347
[cell families after synthesis]
family | count (synthesis) | share of synthesized area
AND/OR/NAND/NOR | 79 | 0.258
multiplexers | 2 | 0.0130
flip-flops | 29 | 0.442
buffers and inverters | 14 | 0.0427
AND-OR/OR-AND | 31 | 0.117
adder cells (fa/ha/maj) | 4 | 0.0305
XOR/XNOR | 18 | 0.0960
Power figures rest on the tool's default switching activity, not on a simulated workload.
