==> design.v <==
module Servo_PWM(
    input clk,
    input reset,
    input [7:0] angle,
    output wire pwm_out
);
    reg [17:0] counter;   
    wire [7:0] angle_clamped = (angle > 180) ? 180 : angle;
    wire [17:0] pulse_width = 6000 + angle_clamped * 133;
    always @(posedge clk or posedge reset) begin
        if (reset)
            counter <= 0;
        else begin
            if (counter == 239999)
                counter <= 0;
            else
                counter <= counter + 1;
        end
    end
    assign pwm_out = (counter < pulse_width) ? 1 : 0;
endmodule
module Servo_Top(
    input clk,
    input rx,
    output pwm_out,
    output reg led_debug,
    output reg led_debug2
);
    wire [7:0] uart_data;
    wire data_ready;
    reg [7:0] angle = 90;
    wire pwm_signal;
    UART uart_inst(
        .clk(clk),
        .rx(rx),
        .out(uart_data),
        .data_ready(data_ready),
        .led_debug(led_debug),
        .led_debug2(led_debug2)
    );
    always @(posedge clk) begin
        if (data_ready)
            angle <= uart_data;
    end
    Servo_PWM servo1(
        .clk(clk),
        .reset(1'b0),
        .angle(angle),
        .pwm_out(pwm_signal)
    );
    assign pwm_out = pwm_signal;
endmodule
module UART(
input clk,
input rx,
output reg[7:0] out,
output reg data_ready,
output reg led_debug=0,
output reg led_debug2=1
);
parameter CLKBIT = 12000000/115200;  
reg [10:0] clkcnt;
reg[7:0] data;
reg[3:0] idx = 0;
localparam IDLE = 2'b00;
localparam START = 2'b01;
localparam STOP = 2'b10;
localparam DATA = 2'b11;
reg[1:0] STATE=IDLE;
always@(posedge clk)begin
    case(STATE)
        IDLE: begin
            data_ready <=0;
            clkcnt <= 0;
            led_debug2 <= 1;  
            if(rx == 0)
                STATE <= START;
        end
        START: begin
            led_debug2 <= 0;  
            if (clkcnt == CLKBIT/2) begin  
                clkcnt <= 0;
                if (rx == 0)begin
                    idx <= 0;        
                    STATE <= DATA;
                    end
                else
                    STATE <= IDLE;  
            end else
                clkcnt <= clkcnt + 1;
        end
        DATA: begin
            if(clkcnt == CLKBIT) begin
                clkcnt <= 0;
                data[idx] <= rx;
                if(idx == 7)
                    STATE<=STOP;
                else
                    idx <= idx + 1;
            end else
                clkcnt <= clkcnt + 1;
        end
        STOP: begin
            if (clkcnt == CLKBIT) begin
                clkcnt <= 0;
                    out <= data;      
                    data_ready <= 1;
                STATE <= IDLE;
            end else
                clkcnt <= clkcnt + 1;
        end
    endcase
end
endmodule
==> run.sh <==
#!/bin/bash
# OpenROAD 26Q1-2900-gdf79404cd8, Yosys 0.63+post, stock flow scripts
make -C /OpenROAD-flow-scripts/flow DESIGN_CONFIG=/design/flow/config.mk WORK_HOME=/design/flow/orfs finish
==> config.mk <==
export PLATFORM = sky130hd
export DESIGN_NAME = Servo_Top
export DESIGN_NICKNAME = Servo_Top
export VERILOG_FILES = /design/flow/design.v
export SDC_FILE = /design/flow/constraint.sdc
export NUM_CORES = 4
export LEC_CHECK = 1
export CORE_UTILIZATION = 40
==> constraint.sdc <==
current_design Servo_Top

set clk_period 14.9
set clk_io_pct 0.2

create_clock -name clk0 -period $clk_period [get_ports {clk}]

set non_clock_inputs [all_inputs -no_clocks]
set_input_delay [expr $clk_period * $clk_io_pct] -clock clk0 $non_clock_inputs
set_output_delay [expr $clk_period * $clk_io_pct] -clock clk0 [all_outputs]
==> run summary <==
Latency at later pin - 0.33 ns
Init Core Util - 0.4209
crit path DRT - 11.92 ns
vias post-DR - 2737
initial drt markers - 95
first-pass GRT wire length - 11610 um
Slew Viols, Final - 0
Leakage - 0.001811 uW
Netlist Area Pre-Place - 0.003963 mm^2
Chip Area, Yosys - 0.003963 mm^2
final tally of hold violations - 0
Die Ht - 101.5 um
DR pass1 iterations - 4
syn avg cell area - 9.688 um^2
Mapped Cells - 409
H-Tree Depth - 3
Tmin final - 9.092 ns
period utilisation layout - 0.6102
fin cells - 548
Reg2Reg Launch Point - servo1.counter[0]
antenna viol nets, final - 0
# placed instances - 533
HP Class - reg -> reg
CTS Sinks - 61
count of library flops with an enable pin - 32
CTS Buffer Depth - 2
Ports - 5
vias in the first global route - 2564
hold path startpoint - uart_inst.out[3]
# hold bufs at CTS - 0
port bufs - 3
clock-pin slew on the worst setup and hold paths - 0.07 ns
clock root buffer - clkbuf_8
Max Clock Skew - 0.006820 ns
critical path launch point type - flop
Crit Path Class - reg -> out
All-Layer GR Usage - 0.1469
MaxCap Viol Count - 0
gpl congestion - 0.8267
Num CTS Buffers - 9
fraction of layout cells with a size suffix above 1 - 0.08115
Routed WL per cell - 12.11 um
Core Area - 0.009415 mm^2
crit-path max FO - 11
chip area - 0.01031 mm^2
Die W - 101.5 um
fmax - 110.0 MHz
Inserted Diodes - 0
worst relative slew slack - 0.4030
Cell Pwr Density - 80.39 mW/mm^2
post-CTS setup buffers - 0
fraction of the yosys area taken by sequential cells - 0.3890
post-synthesis register bit count - 61
HPWL after DPL - 5162 um
ys flop type - edfxtp_1
row cnt - 35
Worst Path Arrival - 6.11 ns
RSZ-0062 raised after global routing - false
Overflow after GRT - 0
status - finished clean
largest net degree at the start of global routing - 14
total power - 350.9 uW
Residual DRC - 0
filler instances - 884
Worst-Margin Slew - 0.8861 ns
Layout area overhead - 10.17%
setup violators final - 0
Critical Path Source - angle[3]
setup_tns - 0 ns
CTS tree - done
drt total wl - 6636 um
via/cell ratio - 4.995
# Cells Yosys - 409
asr flop ratio synth - 0
YS warnings - 3
antenna violations before repair - 0
VDD IR max - 0.05970 mV
Synth cell types - 56
Log Warnings - 30
Crit. End Element - output pin
number of gates resized after CTS - 0
[where the power goes]
group	internal [uW]	switching, uW	leakage, uW
clock network	114	61.3	0.000120
logic	0.399	0.371	0.00118
registers	175	0	0.000507
total	289	61.7	0.00181
[path summary, 6_finish.rpt]
kind,endpoint,slack [ns],cells past startpoint
worst max register to register,servo1.counter[1],12.42,8
worst min register to register,angle[3],0.41,0
worst max-delay path,pwm_out,5.81,20
worst min-delay path,angle[3],0.41,0
[cell families (layout without fill, tap and decap cells)]
logic type	count (synthesis)	after routing	share of synthesized area
xor+xnor	49	49	0.1140
fa+ha+maj	53	53	0.1683
simple gates	144	144	0.1847
buf+inv	35	45	0.03474
compound gates	63	63	0.1017
mux	2	2	0.005683
other cells	2	2	0.001895
flops	61	61	0.3890
[area by class of cell]
class / instances / area [um^2] / area share
Clock buffer: 10 / 137.6 / 0.03153
Clock inverter: 5 / 98.84 / 0.02264
Inverter: 24 / 90.09 / 0.02064
Multi-Input combinational cell: 313 / 2283 / 0.5231
Sequential cell: 61 / 1541 / 0.3531
Tap cell: 129 / 161.4 / 0.03697
Timing Repair Buffer: 6 / 52.55 / 0.01204
[cells in the final DEF, fill, tap and decap left out, types with 3 or more instances in the layout]
cell type / synthesis / layout
edfxtp_1: 32 / 32
nor3b_1: 3 / 3
nor3_1: 7 / 7
inv_1: 24 / 24
a21oi_1: 16 / 16
nor2b_1: 5 / 5
o31ai_1: 3 / 3
clkbuf_8: 0 / 10
o21ai_1: 3 / 3
nand4_1: 8 / 8
dfxtp_1: 29 / 29
nor2_1: 46 / 46
o21ai_0: 20 / 20
a211oi_1: 3 / 3
nand2_1: 23 / 23
a21o_1: 5 / 5
buf_4: 1 / 3
xor2_1: 20 / 20
xnor2_2: 3 / 3
clkdlybuf4s50_1: 0 / 3
nand2b_1: 3 / 3
ha_1: 50 / 50
nor4_1: 4 / 4
nand3_1: 15 / 15
xnor2_1: 26 / 26
or3_1: 3 / 3
nand3b_1: 3 / 3
bufinv_16: 0 / 3
and3_1: 10 / 10
[Yosys cell counts, drive strengths merged (2+ instances only)]
cell type,number,area (um^2)
conb,2,7.510
clkbuf,8,30.03
nand2,24,92.59
nor2b,5,31.28
or3,3,18.77
nand2b,3,18.77
and2,2,12.51
a21o,5,37.54
nor4,4,25.02
nand3b,3,22.52
nand3,15,75.07
nor2,46,172.7
maj3,2,21.27
a21boi,2,15.02
or4,2,15.01
mux2,2,22.52
or2,2,12.51
dfxtp,29,580.6
inv,24,90.09
nor3,7,35.03
and3,10,62.56
xor2,20,175.2
a211oi,4,35.03
xnor2,29,276.5
ha,50,625.6
edfxtp,32,960.9
o21ai,23,115.1
buf,3,17.52
nor3b,3,22.52
o31ai,3,22.52
a21oi,17,88.84
nand4,8,50.05
a31oi,2,12.51
[flip-flops by register name, summed over array words and instances (netlist names)]
register and flops:
uart_inst.data_ready 1, angle 8, uart_inst.STATE 2, servo1.counter 18
uart_inst.led_debug2 1, uart_inst.data 8, uart_inst.out 8, uart_inst.idx 4
uart_inst.clkcnt 11
[routing by layer]
layer  GRT usage  routed length [um]
met5           0                   0
met4     0.02564                 120
met3     0.02521                 177
met2      0.2375                3032
met1      0.2178                3306
[worst max-delay path, stage by stage (launching register included)]
cell             delay [ns]
edfxtp_1               0.50
o211a_1                0.24
o21ai_0                0.69
nand2_1                0.20
inv_1                  0.11
ha_1                   0.23
ha_1                   0.30
ha_1                   0.30
ha_1                   0.37
a21oi_1                0.26
o311ai_2               0.15
a31o_1                 0.25
maj3_2                 0.33
xnor2_2                0.16
or3_1                  0.36
ha_1                   0.29
a21o_1                 0.16
a211oi_1               0.21
o21ai_0                0.11
a21oi_1                0.12
clkdlybuf4s50_1        0.46
[per-stage QoR]
step                utilization  setup WS, ns  cell area, um^2  hold WS, ns
CTS                      0.4637         5.788             4365       0.4068
global placement         0.4385         6.276             4129       0.4013
global route             0.4637         5.363             4365       0.4199
detailed placement       0.4385         6.187             4129       0.4045
finish                   0.4637         5.808             4365       0.4121
floorplan                     -         7.258             3963       0.4003
Power figures rest on the tool's default switching activity, not on a simulated workload.
